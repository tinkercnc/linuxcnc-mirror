<file path="flow/config.mk">
export PLATFORM = sky130hd
export DESIGN_NAME = pluto_servo
export DESIGN_NICKNAME = pluto_servo
export VERILOG_FILES = /design/flow/design.v
export SDC_FILE = /design/flow/constraint.sdc
export NUM_CORES = 4
export LEC_CHECK = 1
export CORE_UTILIZATION = 50
</file>
<file path="flow/constraint.sdc">
current_design pluto_servo

set clk_period 5.5
set clk_io_pct 0.2

create_clock -name clk0 -period $clk_period [get_ports {clk}]

set non_clock_inputs [all_inputs -no_clocks]
set_input_delay [expr $clk_period * $clk_io_pct] -clock clk0 $non_clock_inputs
set_output_delay [expr $clk_period * $clk_io_pct] -clock clk0 [all_outputs]
</file>
<file path="flow/design.v">
module quad(clk, A, B, Z, zr, out);
parameter W=14;
input clk, A, B, Z, zr;
reg [(W-1):0] c, i; reg zl;
output [2*W:0] out = { zl, i, c };
reg [2:0] Ad, Bd;
reg [2:0] Zc;
always @(posedge clk) Ad <= {Ad[1:0], A};
always @(posedge clk) Bd <= {Bd[1:0], B};
wire good_one = &Zc;
wire good_zero = ~|Zc;
reg last_good;
wire index_pulse = good_one && ! last_good;
wire count_enable = Ad[1] ^ Ad[2] ^ Bd[1] ^ Bd[2];
wire count_direction = Ad[1] ^ Bd[2];
always @(posedge clk)
begin
    if(Z && !good_one) Zc <= Zc + 2'b1;
    else if(!good_zero) Zc <= Zc - 2'b1;
    if(good_one) last_good <= 1;
    else if(good_zero) last_good <= 0;
    if(count_enable)
    begin
	if(count_direction) c <= c + 1'd1;
	else c <= c - 1'd1;
    end 
    if(index_pulse) begin
	i <= c;
	zl <= 1;
    end else if(zr) begin
	zl <= 0;
    end
end
endmodule
module pluto_servo(clk, led, nConfig, epp_nReset, pport_data, nWrite, nWait, nDataStr,
	nAddrStr, dout, din, quadA, quadB, quadZ, up, down);
parameter QW=14;
input clk;
output led, nConfig;
inout [7:0] pport_data;
input nWrite;
output nWait;
input nDataStr, nAddrStr, epp_nReset;
wire do_tristate;
reg[9:0] real_dout; output [9:0] dout = do_tristate ? 10'bZZZZZZZZZZ : real_dout; 
input [7:0] din;
input [3:0] quadA;
input [3:0] quadB;
input [3:0] quadZ;
wire[3:0] real_up; output [3:0] up = do_tristate ? 4'bZZZZ : real_up;
wire[3:0] real_down; output [3:0] down = do_tristate ? 4'bZZZZ : real_down;
reg Zpolarity;
wire [2*QW:0] quad0, quad1, quad2, quad3;
wire do_enable_wdt;
wire pwm_at_top;
wdt w(clk, do_enable_wdt, pwm_at_top, do_tristate);
reg [10:0] pwmcnt;
wire [10:0] top = 11'd2046;
assign pwm_at_top = (pwmcnt == top);
reg [15:0] pwm0, pwm1, pwm2, pwm3;
always @(posedge clk) begin
    if(pwm_at_top) pwmcnt <= 0;
    else pwmcnt <= pwmcnt + 11'd1;
end
wire [10:0] pwmrev = { 
    pwmcnt[4], pwmcnt[5], pwmcnt[6], pwmcnt[7], pwmcnt[8], pwmcnt[9],
    pwmcnt[10], pwmcnt[3:0]};
wire [10:0] pwmcmp0 = pwm0[14] ? pwmrev : pwmcnt;
wire pwmact0 = pwm0[10:0] > pwmcmp0;
wire pwmact1 = pwm1[10:0] > pwmcmp0;
wire pwmact2 = pwm2[10:0] > pwmcmp0;
wire pwmact3 = pwm3[10:0] > pwmcmp0;
assign real_up[0] = pwm0[12] ^ (pwm0[15] ? 1'd0 : pwmact0);
assign real_up[1] = pwm1[12] ^ (pwm1[15] ? 1'd0 : pwmact1);
assign real_up[2] = pwm2[12] ^ (pwm2[15] ? 1'd0 : pwmact2);
assign real_up[3] = pwm3[12] ^ (pwm3[15] ? 1'd0 : pwmact3);
assign real_down[0] = pwm0[13] ^ (~pwm0[15] ? 1'd0 : pwmact0);
assign real_down[1] = pwm1[13] ^ (~pwm1[15] ? 1'd0 : pwmact1);
assign real_down[2] = pwm2[13] ^ (~pwm2[15] ? 1'd0 : pwmact2);
assign real_down[3] = pwm3[13] ^ (~pwm3[15] ? 1'd0 : pwmact3);
reg qtest;
wire qr0, qr1, qr2, qr3;
quad q0(clk, qtest ? real_dout[0] : quadA[0], qtest ? real_dout[1] : quadB[0], qtest ? real_dout[2] : quadZ[0]^Zpolarity, qr0, quad0);
quad q1(clk, quadA[1], quadB[1], quadZ[1]^Zpolarity, qr1, quad1);
quad q2(clk, quadA[2], quadB[2], quadZ[2]^Zpolarity, qr2, quad2);
quad q3(clk, quadA[3], quadB[3], quadZ[3]^Zpolarity, qr3, quad3);
wire EPP_write = ~nWrite;
wire EPP_read = nWrite;
wire EPP_addr_strobe = ~nAddrStr;
wire EPP_data_strobe = ~nDataStr;
wire EPP_strobe = EPP_data_strobe | EPP_addr_strobe;
wire EPP_wait; assign nWait = ~EPP_wait;
wire [7:0] EPP_datain = pport_data;
wire [7:0] EPP_dataout; assign pport_data = EPP_dataout;
reg [4:0] EPP_strobe_reg;
always @(posedge clk) EPP_strobe_reg <= {EPP_strobe_reg[3:0], EPP_strobe};
wire EPP_strobe_edge1 = (EPP_strobe_reg[2:1]==2'b01);
assign EPP_wait = EPP_strobe_reg[4];
reg[4:0] addr_reg;
reg[7:0] lowbyte;
always @(posedge clk)
    if(EPP_strobe_edge1 & EPP_write & EPP_addr_strobe) begin
        addr_reg <= EPP_datain[4:0];
    end
    else if(EPP_strobe_edge1 & !EPP_addr_strobe) addr_reg <= addr_reg + 4'd1;
always @(posedge clk) begin
    if(EPP_strobe_edge1 & EPP_write & EPP_data_strobe) begin
        if(addr_reg[3:0] == 4'd1)      pwm0 <= { EPP_datain, lowbyte };
        else if(addr_reg[3:0] == 4'd3) pwm1 <= { EPP_datain, lowbyte };
        else if(addr_reg[3:0] == 4'd5) pwm2 <= { EPP_datain, lowbyte };
        else if(addr_reg[3:0] == 4'd7) pwm3 <= { EPP_datain, lowbyte };
        else if(addr_reg[3:0] == 4'd9) begin
            real_dout <= { EPP_datain[1:0], lowbyte };
            Zpolarity <= EPP_datain[7];
            qtest <= EPP_datain[5];
        end
        else lowbyte <= EPP_datain;
    end
end
reg [31:0] data_buf;
always @(posedge clk) begin
    if(EPP_strobe_edge1 & EPP_read && addr_reg[1:0] == 2'd0) begin
        if(addr_reg[4:2] == 3'd0) data_buf <= quad0;
        else if(addr_reg[4:2] == 3'd1) data_buf <= quad1;
        else if(addr_reg[4:2] == 3'd2) data_buf <= quad2;
        else if(addr_reg[4:2] == 3'd3) data_buf <= quad3;
        else if(addr_reg[4:2] == 3'd4)
            data_buf <= {quadA, quadB, quadZ, din};
    end
end
wire [7:0] data_reg = addr_reg[1:0] == 2'd1 ? data_buf[7:0] :
                         (addr_reg[1:0] == 2'd2 ? data_buf[15:8] :
                         (addr_reg[1:0] == 2'd3 ? data_buf[23:16] :
                         data_buf[31:24]));
wire [7:0] EPP_data_mux = data_reg;
assign EPP_dataout = (EPP_read & EPP_wait) ? EPP_data_mux : 8'hZZ;
assign do_enable_wdt = EPP_strobe_edge1 & EPP_write & EPP_data_strobe & (addr_reg[3:0] == 4'd9) & EPP_datain[6];
assign qr0 = EPP_strobe_edge1 & EPP_read & EPP_data_strobe & (addr_reg[4:2] == 3'd0);
assign qr1 = EPP_strobe_edge1 & EPP_read & EPP_data_strobe & (addr_reg[4:2] == 3'd1);
assign qr2 = EPP_strobe_edge1 & EPP_read & EPP_data_strobe & (addr_reg[4:2] == 3'd2);
assign qr3 = EPP_strobe_edge1 & EPP_read & EPP_data_strobe & (addr_reg[4:2] == 3'd3);
assign led = do_tristate ? 1'BZ : (real_up[0] ^ real_down[0]);
assign nConfig = epp_nReset;  
endmodule
module wdt(clk, ena, cnt, out);
input clk, ena, cnt;
output out;
reg [6:0] timer;
wire timer_top = (timer == 7'd127);
reg internal_enable;
wire out = internal_enable && timer_top;
always @(posedge clk) begin
    if(ena) begin
	internal_enable <= 1;
	timer <= 0;
    end else if(cnt && !timer_top) timer <= timer + 7'd1;
end
endmodule
</file>
<file path="flow/run.sh">
#!/bin/bash
# OpenROAD 26Q1-2900-gdf79404cd8, Yosys 0.63+post, stock flow scripts
make -C /OpenROAD-flow-scripts/flow DESIGN_CONFIG=/design/flow/config.mk WORK_HOME=/design/flow/orfs finish
</file>
==> flow report <==
======================================================================================
Run status                                                                aborted with a tool error
Step where the flow halted                                                clock tree synthesis
Stop Error                                                                [error] [KeplerFormal.cpp:679] Workflow failed: Iso has multiple drivers: .pport_data1, _1200_.Y0
Half-perimeter wire length after placement                                    22600 µm
Number of standard-cell rows in the floorplan                                       61
Sink count of the clock tree                                                       283
Cells resized by post-CTS repair                                                     0
Largest area contributor in the synthesized netlist                           edfxtp_1
Largest type area fraction                                                       50.1%
Proportion of synthesized flip-flops having asynchronous set or reset               0%
# port buffers                                                                      43
Hold bufs inserted after CTS                                                         0
Width of the die                                                                170 µm
Fraction of the yosys area taken by sequential cells                             56.9%
Library cell with the highest instance count after synthesis                  edfxtp_1
Warning count from the yosys run                                                     8
Number of different library cells in the post-synthesis netlist                     66
Most frequently used flop master after synthesis                              edfxtp_1
Number of H-tree levels                                                              1
Yosys cell count                                                                  1133
Placed Area                                                                  15100 µm²
Number of buffers added for setup after CTS                                          0
Count of state elements after synthesis                                            283
Clock Path Buffers                                                                   3
Floorplan core density                                                           50.7%
I/O pin count                                                                       54
Syn Inst Count                                                                    1133
Chip area in the Yosys report                                                14100 µm²
Post-synth area hogs                                                      edfxtp_1, ha_1, dfxtp_1, xnor2_1, a21oi_1
Number of clock buffers inserted by TritonCTS                                       30
Syn Std Cell Area                                                            14100 µm²
Number of flops mapped to enable cells by yosys                                    235
Weighted congestion reported at the end of routability-driven placement          0.921
Die height                                                                      170 µm
Most used standard cells in the synthesized netlist                       edfxtp_1, ha_1, a21oi_1
CTS Root Cell                                                                clkbuf_16
Mean Syn Cell Area                                                            12.4 µm²
======================================================================================
per-stage QoR:
stage	worst slack (ns)	std cells	hold slack, ns
3_5_place_dp	1.20	1554	0.314
3_3_place_gp	1.16	1554	0.310
2_1_floorplan	1.11	1133	0.310
logic make-up after synthesis:
family,after synthesis,share of synthesized area (%)
xor+xnor,78,4.96
fa+ha+maj,106,9.84
mux,41,3.75
compound gates,272,11.9
buf+inv,78,2.49
flops,283,56.9
simple gates,275,10.1
